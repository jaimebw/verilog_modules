File: ./config.mk
export PLATFORM = sky130hd
export DESIGN_NAME = UartTxPidBuffer
export DESIGN_NICKNAME = UartTxPidBuffer
export VERILOG_FILES = /design/flow/design.v
export SDC_FILE = /design/flow/constraint.sdc
export NUM_CORES = 4
export LEC_CHECK = 1
export CORE_UTILIZATION = 40
File: ./constraint.sdc
current_design UartTxPidBuffer

set clk_period 4.9
set clk_io_pct 0.2

create_clock -name clk0 -period $clk_period [get_ports {clk}]

set non_clock_inputs [all_inputs -no_clocks]
set_input_delay [expr $clk_period * $clk_io_pct] -clock clk0 $non_clock_inputs
set_output_delay [expr $clk_period * $clk_io_pct] -clock clk0 [all_outputs]
File: ./design.v
module UartTxPidBuffer( 
    input  wire        clk,
    input  wire        rst,
    input  wire [31:0] tx_float,      
    input  wire        tx_valid,      
    input  wire        tx_busy,       
    input  wire        test,          
    output reg  [7:0]  tx_data,       
    output reg         tx_start       
);
    localparam START_DEL   = 8'hAA;
    localparam END_DEL     = 8'h55;
    localparam TEST_PID    = 8'h42;
    localparam DATA_PID    = 8'h69;
    localparam [1:0]
        S_IDLE     = 2'd0,
        S_LOAD     = 2'd1,
        S_WAITBUSY = 2'd2,
        S_WAITFREE = 2'd3;
    reg [1:0]  state;
    reg [2:0]  byte_index;
    reg [31:0] buffer;
    reg        pending_valid;
    always @(posedge clk or posedge rst) begin
        if (rst) begin
            state         <= S_IDLE;
            tx_data       <= 8'h00;
            tx_start      <= 1'b0;
            byte_index    <= 3'd0;
            buffer        <= 32'h0;
            pending_valid <= 1'b0;
        end else begin
            tx_start <= 1'b0;
            if (tx_valid && state == S_IDLE && tx_busy)
                pending_valid <= 1'b1;
            case (state)
                S_IDLE: begin
                    if ((tx_valid && !tx_busy) || (pending_valid && !tx_busy)) begin
                        buffer        <= tx_float;
                        byte_index    <= 3'd0;
                        state         <= S_LOAD;
                        pending_valid <= 1'b0;  
                    end
                end
                S_LOAD: begin
                    case (byte_index)
                        3'd0: tx_data <= START_DEL;
                        3'd1: tx_data <= test ? TEST_PID : DATA_PID;
                        3'd2: tx_data <= buffer[7:0];
                        3'd3: tx_data <= buffer[15:8];
                        3'd4: tx_data <= buffer[23:16];
                        3'd5: tx_data <= buffer[31:24];
                        3'd6: tx_data <= END_DEL;
                        default: tx_data <= 8'h00;
                    endcase
                    tx_start <= 1'b1;
                    state    <= S_WAITBUSY;
                end
                S_WAITBUSY: begin
                    if (tx_busy) begin
                        tx_start <= 1'b0;  
                        state    <= S_WAITFREE;
                    end
                end
                S_WAITFREE: begin
                    if (!tx_busy) begin
                        if (byte_index == 3'd6)
                            state <= S_IDLE;
                        else begin
                            byte_index <= byte_index + 1;
                            state      <= S_LOAD;
                        end
                    end
                end
                default: state <= S_IDLE;
            endcase
        end
    end
endmodule
File: ./run.sh
#!/bin/bash
# OpenROAD 26Q1-2900-gdf79404cd8, Yosys 0.63+post, stock flow scripts
make -C /OpenROAD-flow-scripts/flow DESIGN_CONFIG=/design/flow/config.mk WORK_HOME=/design/flow/orfs finish
==> out/qor.yml <==
clock_tree:
  cts_max_path_buffers: 2
  cts_tree: "yes"
  clock_latency_ns: 0.29
  cts_resized: 0
  numCtsBuffers: 5
  h-tree-depth: 2
  cts_hold_buf: 0
  clk_pin_slew_worst_paths_ns: 0.08
  cts_setup_buffers: 0
  cts-root-buf: "clkbuf_8"
  cts_sinks: 49
final_layout:
  syn_to_final_growth_pct: 24.5
  finalNonFillerCells: 289
  drive_gt1_share_pct: 21.0
  seqCellArea_sq_um: 1230
  fillers: 441
  logic_area_sq_um: 882
place:
  routabilityCongestion: 0.805
  portBuffers: 45
  dpl.cell_count: 281
  hpwl_um: 2990
worst_setup_path:
  crit_end: "tx_data[0]"
  r2r-end: "tx_data[0]"
  cp.arrival_ns: 2.65
  worstPathRequired_ns: 5.06
  crit_path_end_kind: "register"
  crit_start: "byte_index[2]"
  cp_max_fo: 18
  start_kind: "register"
  critical_path_class: "reg2reg"
  timing.rr.start: "byte_index[2]"
  reg2reg_setup_slack_ns: 2.41
  rr_worst_depth: 5
synth:
  synthCells: 174
  synth-seq-cells: 49
  postSynthAreaPerCell_sq_um: 12.9
  ys_seq_share_pct: 54.7
  ys_sh_xor_pct: 0
  ys_cells: 174
  synth_area_sq_um: 2250
  fa_ha_area_share_pct: 2.79
  mux_area_share_pct: 16.9
  synth.logic.top_family: "multiplexers"
  synth.yosys.warnings: 1
  aoi_share_pct: 14.3
  yosysUniqueCellTypes: 34
  simple_gate_share_pct: 5.24
  yosysChipArea_sq_um: 2250
timing:
  drv_slew: 0
  final_hold_viol_count: 0
  max_slew_margin_pct: 57.3
  clock.fmax_mhz: 402
  setup_viol: 0
  tightest_slew_ns: 0.638
  rsz0062_at_grt: "false"
  tns_ns: 0
  fin_crit_ns: 2.49
  finClkSkew_ns: 0.00372
  finalClockPeriodUsage_pct: 50.8
drt:
  drtAntennaViolNets: 0
  drc: 0
  num_antenna_cells: 0
  drt-vias-per-instance: 5.16
  dr_wl_met2_um: 2040
  wirelength_um: 4470
  highest_layer: "met4"
  wl_per_cell_um: 15.5
  met1_length_um: 2180
  routed-wl-met3_um: 238
  dr.pass1.iters: 5
  drt_iter0_markers: 101
  vias: 1492
global_route:
  overflow: 0
  antenna_found_initial: 0
  track_usage_pct: 17.1
  grt_pass1_vias: 1555
  grt_pass1_wl_um: 7650
  grt_max_degree: 50
floorplan:
  io_pins: 46
  fp.dieW_um: 76.9
  core_sq_um: 5270
  die_h_um: 76.9
  dieArea_sq_um: 5920
  fp-utilization_pct: 42.6
  rows: 26
power:
  ir_drop_mv: 0.189
  power.total_mw: 1.24
  powerDensity_nw_per_um2: 442
  leakage_nw: 1.26
min_path:
  min_path_type: "reg2reg"
outcome:
  status: "finished clean"
flow_run:
  maxCapViolCount: 0
  tool_warnings: 28
[cells in the mapped netlist (all sizes together)]
cell     n  area, sq um
nor3b    1         18.8
nor2     5         18.8
a21oi    8         40.0
a21boi   1         11.3
ha       5         62.6
a22o     4         37.5
dfrtp   48         1200
o41ai    1         27.5
o21a     3         22.5
buf     10         83.8
o22ai    8         50.1
a32o     1         10.0
nor3     1         5.00
a211oi   1         7.51
a21o     1         7.51
a222oi   1         10.0
inv     14         52.6
nor2b    2         12.5
o32a     1         10.0
o21ai    2         10.0
a211o    1         10.0
mux2    32          360
mux2i    2         20.0
dfstp    1         26.3
a22oi    2         15.0
a31o     1         8.76
nand2    5         18.8
a221oi   5         43.8
nand4    2         12.5
nand2b   5         31.3
[placed cells by master, fill, tap and decap left out, drive strengths merged]
master / Yosys / layout
dfrtp: 48 / 48
clkdlybuf4s50: 0 / 45
mux2: 32 / 32
inv: 14 / 14
a21oi: 8 / 8
o22ai: 8 / 8
clkbuf: 0 / 8
nor2: 5 / 5
nand2: 5 / 5
nand2b: 5 / 5
a221oi: 5 / 5
ha: 5 / 5
a22o: 4 / 4
o21a: 3 / 3
o21ai: 2 / 2
nand4: 2 / 2
mux2i: 2 / 2
a22oi: 2 / 2
nor2b: 2 / 2
buf: 10 / 2
nor3b: 1 / 1
a21o: 1 / 1
a21boi: 1 / 1
o41ai: 1 / 1
a211oi: 1 / 1
a211o: 1 / 1
a31o: 1 / 1
nor3: 1 / 1
a222oi: 1 / 1
o32a: 1 / 1
a32o: 1 / 1
dfstp: 1 / 1
[kinds of logic after synthesis]
group | count (synthesis)
mux | 34
compound gates | 41
flops | 49
buf+inv | 24
simple gates | 21
fa+ha+maj | 5
[registers in the layout, summed over array words and instances, names as in the netlist]
name           cells
pending_valid      1
state              4
tx_data            8
buffer            32
byte_index         3
tx_start           1
[cell type report]
| type | instances | area share (%) |
|---|---|---|
| clock buffers | 8 | 2.86 |
| multi-input cells | 101 | 31.6 |
| well taps | 70 | 3.13 |
| repair buffers | 47 | 16.7 |
| flip-flops and latches | 49 | 43.9 |
| inverters | 14 | 1.88 |
[worst min-delay path by stage]
stage | from | cells past startpoint | end | slack (ns)
finish | state[1] | 1 | state[1] | 0.49
global route | buffer[20] | 1 | buffer[20] | 0.53
CTS | state[1] | 1 | state[1] | 0.50
[power by group]
| group | switching [mW] | internal [mW] | leakage, nW |
|---|---|---|---|
| Sequential | 0.0951 | 0.528 | 0.663 |
| Combinational | 0.166 | 0.223 | 0.561 |
| Clock | 0.122 | 0.102 | 0.0395 |
| Total | 0.383 | 0.852 | 1.26 |
[layer usage]
layer  track usage, %  vias to the layer above
li1                 -                      709
met1             26.8                      742
met2             26.2                       39
met3             4.11                        2
met4             1.54                        0
met5                0                        -
[worst max-delay path: stages, from the launching register on]
cell and delay (ns):
dfrtp_1 0.74, inv_1 0.24, ha_1 0.43, o41ai_4 0.70, a31o_2 0.19, o22ai_1 0.06
[metrics by stage]
step           utilization, %  cell area [sq um]  hold slack (ns)  setup slack (ns)
2_1_floorplan               -               2250            0.349              2.75
3_3_place_gp             51.5               2720            0.464              2.31
3_5_place_dp             51.5               2720            0.479              2.25
4_1_cts                  53.0               2800            0.498              2.47
5_1_grt                  53.0               2800            0.533              2.29
6_report                 53.0               2800            0.490              2.41
No activity file was given, so power comes from the tool's default toggle rates.
