==> design.v <==
module UartRx#(
    parameter CLK_FREQ = 50_000_000,
    parameter BAUD_RATE = 9600,
    parameter FRAME_BITS = 8
)(
    input wire clk,
    input wire rst,
    input wire rx,
    output reg [FRAME_BITS-1:0] rx_data,
    output reg rx_done,
    output reg rx_busy
);
localparam CLKS_PER_BIT = CLK_FREQ / BAUD_RATE;
localparam MID_BIT = CLKS_PER_BIT / 2;
localparam BIT_INDEX_WIDTH = 4;
reg [15:0] clk_count;
reg [BIT_INDEX_WIDTH-1:0] bit_index;
reg [FRAME_BITS-1:0] shift_reg;
reg [1:0] state;
localparam IDLE  = 2'd0,
           START = 2'd1,
           READ  = 2'd2,
           DONE  = 2'd3;
always @(posedge clk or posedge rst) begin
    if (rst) begin
        rx_data <= 0;
        rx_done <= 0;
        rx_busy <= 0;
        clk_count <= 0;
        bit_index <= 0;
        shift_reg <= 0;
        state <= IDLE;
    end else begin
        case (state)
            IDLE: begin
                rx_done <= 0;
                rx_busy <= 0;
                clk_count <= 0;
                bit_index <= 0;
                if (rx == 0) begin
                    state <= START;
                    rx_busy <= 1;
                end
            end
            START: begin
                if (clk_count == MID_BIT) begin
                    if (rx == 0) begin
                        clk_count <= 0;
                        bit_index <= 0;
                        state <= READ;
                    end else begin
                        state <= IDLE;
                    end
                end else begin
                    clk_count <= clk_count + 1;
                end
            end
            READ: begin
                if (clk_count < CLKS_PER_BIT - 1) begin
                    clk_count <= clk_count + 1;
                end else begin
                    clk_count <= 0;
                    shift_reg[bit_index] <= rx;
                    if (bit_index == FRAME_BITS - 1) begin
                        state <= DONE;
                    end else begin
                        bit_index <= bit_index + 1;
                    end
                end
            end
            DONE: begin
                rx_data <= shift_reg;
                rx_done <= 1;
                rx_busy <= 0;
                state <= IDLE;
            end
        endcase
    end
end
endmodule
module UartRxPidBuffer(
    input  wire        clk,
    input  wire        rst,
    input  wire        rx_done,
    input  wire [7:0]  rx_byte,
    output reg  [31:0] a1,
    output reg  [31:0] a2,
    output reg         ready,
    output reg         test
);
    localparam TEST_PID    = 8'h69;
    localparam START_FRAME = 8'hAA;
    localparam END_FRAME   = 8'h55;
    localparam IDLE      = 2'd0;
    localparam GOT_START = 2'd1;    
    localparam GOT_PID   = 2'd2;    
    localparam GOT_VAL   = 2'd3;    
    reg [1:0] state;
    reg [7:0] pid_byte;
    reg [7:0] value_byte;
    reg [7:0] a1_bytes [3:0];
    reg [7:0] a2_bytes [3:0];
    reg [3:0] a1_written;
    reg [3:0] a2_written;
    reg set_ready;
    reg set_ready_ff;
    always @(posedge clk or posedge rst) begin
        if (rst) begin
            state        <= IDLE;
            pid_byte     <= 8'h00;
            value_byte   <= 8'h00;
            a1_bytes[0]  <= 8'h00; a1_bytes[1] <= 8'h00;
            a1_bytes[2]  <= 8'h00; a1_bytes[3] <= 8'h00;
            a2_bytes[0]  <= 8'h00; a2_bytes[1] <= 8'h00;
            a2_bytes[2]  <= 8'h00; a2_bytes[3] <= 8'h00;
            a1_written   <= 4'b0;
            a2_written   <= 4'b0;
            set_ready    <= 1'b0;
        end else begin
            set_ready <= 1'b0;                       
            if (rx_done) begin
                case (state)
                    IDLE:       if (rx_byte == START_FRAME)
                                     state <= GOT_START;
                    GOT_START:  begin
                                    pid_byte <= rx_byte;  
                                    state    <= GOT_PID;
                                 end
                    GOT_PID:    begin
                                    value_byte <= rx_byte;  
                                    state      <= GOT_VAL;
                                 end
                    GOT_VAL:    begin
                                    if (rx_byte == END_FRAME) begin
                                        reg [3:0] a1_written_n;
                                        reg [3:0] a2_written_n;
                                        a1_written_n = a1_written;
                                        a2_written_n = a2_written;
                                        case (pid_byte)
                                            8'h10: begin a1_bytes[3] <= value_byte; a1_written_n[3] = 1'b1; end
                                            8'h11: begin a1_bytes[2] <= value_byte; a1_written_n[2] = 1'b1; end
                                            8'h12: begin a1_bytes[1] <= value_byte; a1_written_n[1] = 1'b1; end
                                            8'h13: begin a1_bytes[0] <= value_byte; a1_written_n[0] = 1'b1; end
                                            8'h20: begin a2_bytes[3] <= value_byte; a2_written_n[3] = 1'b1; end
                                            8'h21: begin a2_bytes[2] <= value_byte; a2_written_n[2] = 1'b1; end
                                            8'h22: begin a2_bytes[1] <= value_byte; a2_written_n[1] = 1'b1; end
                                            8'h23: begin a2_bytes[0] <= value_byte; a2_written_n[0] = 1'b1; end
                                            TEST_PID: begin
                                                a1_bytes[0] <= value_byte;
                                                a2_bytes[0] <= value_byte;
                                                set_ready   <= 1'b1;
                                                a1_written_n = 4'b0;
                                                a2_written_n = 4'b0;
                                            end
                                            default: ;  
                                        endcase
                                        a1_written <= a1_written_n;
                                        a2_written <= a2_written_n;
                                        if (pid_byte != TEST_PID &&
                                            &a1_written_n && &a2_written_n) begin
                                            set_ready  <= 1'b1;
                                            a1_written <= 4'b0;
                                            a2_written <= 4'b0;
                                        end
                                    end
                                    state <= IDLE;
                                 end
                    default:     state <= IDLE;
                endcase
            end
        end
    end
    always @(posedge clk or posedge rst) begin
        if (rst) begin
            a1 <= 32'h0;  a2 <= 32'h0;
            ready <= 1'b0; test <= 1'b0;
            set_ready_ff <= 1'b0;
        end else begin
            set_ready_ff <= set_ready;               
            if (set_ready_ff) begin
                a1    <= {a1_bytes[3], a1_bytes[2], a1_bytes[1], a1_bytes[0]};
                a2    <= {a2_bytes[3], a2_bytes[2], a2_bytes[1], a2_bytes[0]};
                ready <= 1'b1;
            end else begin
                ready <= 1'b0;
            end
            test <= (pid_byte == TEST_PID);
        end
    end
endmodule
module UartTxAndPidBuffer(
    input wire clk,
    input wire rst,
    input wire rx,
    output wire [31:0] a1,
    output wire [31:0] a2,
    output wire test
);
    wire [7:0]  rx_data;
    wire        rx_done;
    wire        rx_busy;
    UartRx #(
        .CLK_FREQ(50_000_000),
        .BAUD_RATE(9600),
        .FRAME_BITS(8)
    ) uart_rx_inst (
        .clk(clk),
        .rst(rst),
        .rx(rx),
        .rx_data(rx_data),
        .rx_done(rx_done),
        .rx_busy(rx_busy)
    );
    UartRxPidBuffer rx_pid_buffer (
        .clk(clk),
        .rst(rst),
        .rx_done(rx_done),
        .rx_byte(rx_data),
        .a1(a1),
        .a2(a2),
        .ready(ready),
        .test(test)
    );
endmodule
==> run.sh <==
#!/bin/bash
# OpenROAD 26Q1-2900-gdf79404cd8, Yosys 0.63+post, stock flow scripts
make -C /OpenROAD-flow-scripts/flow DESIGN_CONFIG=/design/flow/config.mk WORK_HOME=/design/flow/orfs finish
==> config.mk <==
export PLATFORM = sky130hd
export DESIGN_NAME = UartTxAndPidBuffer
export DESIGN_NICKNAME = UartTxAndPidBuffer
export VERILOG_FILES = /design/flow/design.v
export SDC_FILE = /design/flow/constraint.sdc
export NUM_CORES = 4
export LEC_CHECK = 1
export CORE_UTILIZATION = 50
==> constraint.sdc <==
current_design UartTxAndPidBuffer

set clk_period 3.0
set clk_io_pct 0.2

create_clock -name clk0 -period $clk_period [get_ports {clk}]

set non_clock_inputs [all_inputs -no_clocks]
set_input_delay [expr $clk_period * $clk_io_pct] -clock clk0 $non_clock_inputs
set_output_delay [expr $clk_period * $clk_io_pct] -clock clk0 [all_outputs]
==> reports/qor.rpt <==
==================================================================================
Starting DRC count in detailed routing                                         193
Number of instances in the synthesized netlist                                 614
ANT nets after route                                                             0
Fraction of post-synthesis cell area in the top cell type by area            0.588
Tally of unique sky130hd cells used after synthesis                             56
Final TNS setup                                                               0 ns
Setup CP Type                                                         flip-flop to flip-flop
Remaining DRCs                                                                   0
Pleak                                                                      4.72 nW
Chip Area                                                              17400 sq um
Number of sinks handled by clock tree synthesis                                200
Number of antenna violations at the first check in global routing                0
Most instantiated flip-flop cell in the synthesis netlist             sky130_fd_sc_hd__dfrtp_1
Library cell with the largest summed area after synthesis             sky130_fd_sc_hd__dfrtp_1
Iteration count of the initial detailed-routing pass                             4
Worst Path Max Fanout                                                           13
Depth of the CTS H-tree                                                          4
Crit path time final                                                       2.47 ns
Reg2reg start                                                         uart_rx_inst.clk_count[13]
Tally of buffers added on design ports                                          67
Count of state elements after synthesis                                        200
Run status                                                            finished, final reports clean
Kind of cell adding the most delay to the critical path               simple AND/OR/NAND/NOR gates
Most frequent cells in the layout                                     sky130_fd_sc_hd__dfrtp_1, sky130_fd_sc_hd__mux2_2, sky130_fd_sc_hd__clkdlybuf4s50_1, sky130_fd_sc_hd__nand2_1, sky130_fd_sc_hd__o21ai_0
Vias in the first global route                                                4920
Total clock buffers created by CTS                                              17
Number of top-level pins                                                        68
Max Clock Skew                                                          0.00998 ns
Worst-case vdd ir drop                                                    0.439 mV
Stage-log warning count                                                         31
Post-DR vias/cell                                                             5.46
Internal reg-to-reg setup slack                                            0.53 ns
Area contributors post-synth                                          sky130_fd_sc_hd__dfrtp_1, sky130_fd_sc_hd__mux2_2, sky130_fd_sc_hd__mux2_1
Arrival time of the worst setup path                                       2.78 ns
Count of final max-slew check failures                                           0
Critical path launch point type                                          flip-flop
Worst stage delay on the critical path                                     0.51 ns
Worst Hold Class                                                      flip-flop to flip-flop
Global-route wire length before repair                                    26600 um
Reg2Reg Depth                                                                    6
End point of the most critical hold path                              rx_pid_buffer.set_ready_ff
Routability cong.                                                            0.838
Half-perimeter wire length of the detailed placement result               10700 um
Final period util                                                            0.822
Count of buffer and inverter cells on the critical path                          0
Sequential share of the synthesized area                                     0.594
Clock Tree Root                                                       sky130_fd_sc_hd__clkbuf_16
Asr flop ratio synth                                                          1.00
Maximum clock insertion buffer count                                             2
Max-cap violations                                                               0
P&R area growth vs syn                                                       18.5%
Endpoint kind of the worst setup timing path                             flip-flop
Aggregate routed wire length                                              15600 um
Total Power                                                                5.14 mW
Share of the core filled by cells before placement                           0.510
Commonest non-fill, non-tap cell in the layout                        sky130_fd_sc_hd__dfrtp_1
Area figure in the yosys stat output                                    8430 sq um
CTS tree                                                                       yes
Cell type of the slowest stage on the worst timing path               sky130_fd_sc_hd__and3_1
Number of setup buffers added after CTS                                          0
Combined global-route utilization of all metal layers                        0.203
Combined area of all synthesized cells                                  8430 sq um
Overall overflow remaining after global route                                    0
Layout fillers                                                                1255
Post-synthesis cell count from yosys                                           614
Layout Cells excl Fill                                                         917
Setup Viol. Count Final                                                          0
Average wire per cell in the routed design                                 17.0 um
Setup repair after global routing missed its margin                          false
Min-Delay Startpoint                                                  rx_pid_buffer.set_ready
DR vias                                                                       5010
Core ar.                                                               16500 sq um
Die height                                                                  132 um
Hold Path Depth                                                                  0
Final core area utilization                                                  0.604
Power density relative to cell area                                    514 nW/um^2
Worst-margin pin slew                                                     0.657 ns
Count of flip-flops with a built-in enable after synthesis                       0
Final hold vios                                                                  0
Horizontal die dimension                                                    132 um
Critical path, cell by cell                                           nor3_1 > nand4_1 > o21ai_1 > and3_1 > o22ai_1 > a21o_1
Clock latency of the later-clocked register in the worst-skew pair         0.43 ns
Maximum achievable frequency                                             0.406 GHz
CTS hold repair buffers                                                          0
Placement row count                                                             47
Antenna diode count                                                              0
Max_slew headroom                                                            0.558
Share of final-layout standard cells stronger than drive strength 1          0.291
Largest net degree at the start of global routing                               83
Post-cts repair resize count                                                     0
End of the worst register-to-register path                            uart_rx_inst.clk_count[10]
Worst setup slack after placement                                         0.569 ns
Yosys warning tally                                                              5
Worst setup margin                                                        0.535 ns
Post-Place Cells                                                               885
Reg clk slew, reported paths                                               0.07 ns
Mean Syn Cell Area                                                      13.7 sq um
Worst Path Required                                                        3.32 ns
==================================================================================
[cells in the mapped netlist, drive strengths merged, types with 3 or more instances]
| master | n |
|---|---|
| dfrtp | 198 |
| mux2 | 155 |
| nand2 | 31 |
| o21ai | 27 |
| nor2 | 26 |
| inv | 19 |
| clkbuf | 14 |
| a21oi | 13 |
| nand4 | 12 |
| nand3 | 10 |
| buf | 7 |
| ha | 7 |
| nor3 | 7 |
| o31ai | 7 |
| a21o | 6 |
| a22oi | 6 |
| nor4b | 6 |
| xor2 | 6 |
| o21a | 5 |
| nor4 | 4 |
| and2 | 3 |
| and3 | 3 |
| and4 | 3 |
| and4bb | 3 |
| nand4b | 3 |
| nor2b | 3 |
| o22ai | 3 |
| or3 | 3 |
| xnor2 | 3 |
[layer usage]
| metal | up-vias | part of all wire | global-route usage |
|---|---|---|---|
| met2 | 102 | 0.46 | 0.295 |
| met1 | 2531 | 0.49 | 0.350 |
| li1 | 2363 | - | - |
| met3 | 14 | 0.038 | 0.0369 |
| met5 | - | 0 | 0 |
| met4 | 0 | 0.016 | 0.0284 |
[power breakdown]
group          internal, mW  total [mW]  switching [mW]
registers              2.70        2.70        0.000328
clock network          1.36        2.38            1.02
logic                0.0115      0.0651          0.0536
total                  4.06        5.14            1.07
[through the flow]
| step | instance area [sq um] | hold WS [ns] |
|---|---|---|
| 2_1_floorplan | 8430 | 0.331 |
| 3_3_place_gp | 9360 | 0.337 |
| 3_5_place_dp | 9360 | 0.335 |
| 4_1_cts | 9990 | 0.348 |
| 5_1_grt | 9990 | 0.355 |
| 6_report | 9990 | 0.346 |
[worst max-delay path by stage]
stage,startpoint,end,depth (start not counted)
6_report,uart_rx_inst.clk_count[13],uart_rx_inst.clk_count[10],6
5_1_grt,uart_rx_inst.clk_count[0],uart_rx_inst.clk_count[10],8
4_1_cts,uart_rx_inst.clk_count[0],uart_rx_inst.clk_count[10],8
[kinds of logic after synthesis]
family	after synthesis	synth area share
xor+xnor	9	0.00936
compound gates	76	0.0643
buf+inv	40	0.0203
flops	200	0.594
simple gates	126	0.0930
fa+ha+maj	7	0.0104
mux	156	0.208
[layout make-up]
class,count,area [sq um],area share
Clock buffer,18,439,0.0440
Inverter,19,75.1,0.00752
Timing Repair Buffer,72,758,0.0759
Multi-Input combinational cell,374,3250,0.325
Tap cell,220,275,0.0276
Sequential cell,200,5010,0.501
Clock inverter,14,185,0.0185
Power and IR drop assume default switching activity.
