==> flow/design.v <==
module LandauControlLaw#(
    parameter signed [31:0] K1 = -32'sd13107,  
    parameter signed [31:0] K2 = -32'sd26214   
)(
    input wire signed [31:0] a1,
    input wire signed [31:0] a2,
    input wire test,
    output reg signed [31:0] b
);
    wire signed [63:0] mult1_wide = a1 * K1;
    wire signed [63:0] mult2_wide = a2 * K2;
    wire signed [63:0] sum_wide   = mult1_wide + mult2_wide;
    wire signed [31:0] sum_result = sum_wide[47:16];
    always @(*) begin
        if (test) begin
            b = a1 + 32'sh00010000;  
        end else begin
            b = sum_result;
        end
    end
endmodule
==> flow/run.sh <==
#!/bin/bash
# OpenROAD 26Q1-2900-gdf79404cd8, Yosys 0.63+post, stock flow scripts
make -C /OpenROAD-flow-scripts/flow DESIGN_CONFIG=/design/flow/config.mk WORK_HOME=/design/flow/orfs finish
==> flow/config.mk <==
export PLATFORM = sky130hd
export DESIGN_NAME = LandauControlLaw
export DESIGN_NICKNAME = LandauControlLaw
export VERILOG_FILES = /design/flow/design.v
export SDC_FILE = /design/flow/constraint.sdc
export NUM_CORES = 4
export LEC_CHECK = 1
export CORE_UTILIZATION = 30
==> flow/constraint.sdc <==
current_design LandauControlLaw

set clk_period 32.1
set clk_io_pct 0.2

create_clock -name clk0 -period $clk_period

set non_clock_inputs [all_inputs -no_clocks]
set_input_delay [expr $clk_period * $clk_io_pct] -clock clk0 $non_clock_inputs
set_output_delay [expr $clk_period * $clk_io_pct] -clock clk0 [all_outputs]
==> qor.txt <==
CP max FO: 6
Fin Setup TNS: 0 ns
PortBufs: 97
relative slew slack: 55.74%
post-CTS sizing: 0
vias in the first global route: 15.70k
DR vias/cell: 4.429
unrepaired setup endpoints after global routing: false
buffer count from post-CTS setup fixing: 0
wire length per cell: 14.86 µm
Routed Wire Length: 46,630 µm
fraction of layout cells with a size suffix above 1: 0.9272%
dpl cells: 3,138
die height: 264.1 µm
Hold Path End: b[29]
Seq cells: 0
Hold Crit Depth: 5
tool warnings: 56
Hold Path Origin: test
worst path required time: 25.68 ns
Top cells by area: fa_1 (41%), ha_1 (29%), inv_1 (13%), xnor2_1 (2.3%), a21oi_1 (1.8%)
initial antenna violation count: 0
Most common cell on crit path: fa_1
Worst Path Arrival: 17.85 ns
GRT overflow: 0
area leader, netlist: fa_1
Synth Cell Area: 20,610 µm²
Synth top area share: 41.29%
first-pass GRT wire length: 79,090 µm
via count: 13.90k
Hold Path Class: primary input to primary output
Worst setup SP type: primary input
most frequent cells after synthesis: inv_1 (721), ha_1 (484), fa_1 (425)
drt pass-1 iters: 4
sequential share of the synthesized area: 0%
Max Cap Viol: 0
critical path's slowest cell: a2111oi_0
pre-placement core utilization: 30.52%
Area growth, synth to finish: 9.952%
Final ANT Viol Nets: 0
chip area: 69,740 µm²
post-layout min period: 24.27 ns
routability cong.: 0.9248
cell with the most instances after synthesis: inv_1
largest net degree at the start of global routing: 64
clkbuf count: 0
FF/Latch Area: 0 µm²
Synth Warn #: 1
drt first-iter violations: 471
pins over their slew limit: 0
capturing element type of the critical path: primary output
count of different cell masters after synthesis: 50
Slew @ Worst Pin: 0.6472 ns
Die W: 264.1 µm
fmax: 41.20 MHz
non-filler cells, final: 3,138
total track usage: 15.07%
Post-route DRC: 0
synthesized area per cell: 9.475 µm²
post-synthesis chip area from yosys: 20,610 µm²
IO Count: 97
Core Rows: 95
Setup violations, final: 0
yosys stat cell total: 2,175
Final Hold Fails: 0
worst stage delay on the critical path: 0.61 ns
period utilization: 75.61%
Final HPWL DP: 43,620 µm
CTS Hold Buffers Added: 0
status: finished clean
kind of critical path: primary input to primary output
number of diodes: 0
Cells after Synth: 2,175
CORE AREA: 67,510 µm²
-- worst max path at each step --
| stage | from | endpoint | cells past startpoint |
|---|---|---|---|
| final | a2[9] | b[25] | 39 |
| after CTS | a2[9] | b[25] | 39 |
| after global routing | a2[9] | b[25] | 39 |
-- through the flow --
step	area, µm²	hold WS [ns]	util, %	setup slack [ns]
global route	22660	13.95	33.56	6.939
detailed placement	22660	13.87	33.56	7.729
finish	22660	13.87	33.56	7.830
floorplan	20610	12.87	-	10.04
global placement	22660	13.88	33.56	7.963
CTS	22660	13.89	33.56	7.704
-- cell type report --
cell class | count | area (µm²)
Tap cell | 873 | 1092
Multi-Input combinational cell | 1442 | 17860
Timing Repair Buffer | 102 | 1003
Inverter | 721 | 2706
Fill cell | 6965 | 44860
-- cell families (layout without fill, tap and decap cells) --
logic type	Yosys count	in the layout	synth area share [%]
xor gates and xnor gates	85	85	3.649
and+or+nand+nor	201	201	4.505
buffers and inverters	733	823	13.35
muxes	3	3	0.1700
AOI/OAI and AO/OA	244	244	7.650
adders and majority gates	909	909	70.67
-- routing by layer --
metal	track usage [%]	vias up	wire (µm)
met5	0	-	0
met4	0.8957	0	351
met2	27.35	255	24040
li1	-	6870	-
met1	19.76	6756	20010
met3	2.768	18	2216
-- critical path: cells and delay by family --
kind | cells | cell delay (ns)
AOI/OAI and AO/OA | 16 | 4.16
xor gates and xnor gates | 2 | 0.24
adders and majority gates | 12 | 5.26
buffers and inverters | 6 | 1.30
and+or+nand+nor | 3 | 0.45
-- layout by cell type (no fill, tap or decap), drive strengths merged, types with 9 or more instances in the layout --
cell           netlist  final
a211oi               9      9
fa                 425    425
xnor2               55     55
nand4               12     12
nand2b              10     10
a21oi               76     76
nor3                12     12
xor2                30     30
inv                721    721
clkdlybuf4s50        0     96
nand3               21     21
a21o                38     38
o21bai               9      9
o21ai               54     54
ha                 484    484
nand2               76     76
nor2                43     43
